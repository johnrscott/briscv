### /design/flow/config.mk
export PLATFORM = sky130hd
export DESIGN_NAME = shift
export DESIGN_NICKNAME = shift
export VERILOG_FILES = /design/flow/design.v
export SDC_FILE = /design/flow/constraint.sdc
export NUM_CORES = 4
export LEC_CHECK = 1
export CORE_UTILIZATION = 30
### /design/flow/constraint.sdc
current_design shift

set clk_period 5.9
set clk_io_pct 0.2

create_clock -name clk0 -period $clk_period

set non_clock_inputs [all_inputs -no_clocks]
set_input_delay [expr $clk_period * $clk_io_pct] -clock clk0 $non_clock_inputs
set_output_delay [expr $clk_period * $clk_io_pct] -clock clk0 [all_outputs]
### /design/flow/design.v
interface axi4_lite_if #(
    parameter int ADDR_WIDTH = 32,
    parameter int DATA_WIDTH = 32
) (input logic aclk, aresetn);
   logic arvalid, arready;
   logic [ADDR_WIDTH - 1:0] araddr;
   logic		    rvalid, rready;
   logic [DATA_WIDTH - 1:0] rdata;
   logic		    awvalid, awready;
   logic [ADDR_WIDTH - 1:0] awaddr;
   logic		    wvalid, wready;
   logic [DATA_WIDTH - 1:0] wdata;
   logic		    bvalid, bready;
   logic [2:0]		    bresp;
   modport manager(
      output arready, rvalid, rdata, awready, wready, bvalid, bresp,
      input  aclk, aresetn, arvalid, araddr, rready, awvalid, awaddr, wvalid, wdata, bready
   );
   modport subordinate(
      output arvalid, araddr, rready, awvalid, awaddr, wvalid, wdata, bready,
      input  aclk, aresetn, arready, rvalid, rdata, awready, wready, bvalid, bresp
   );
endinterface
module shift(
    input [31:0] d,  
    input [4:0] shamt,  
    input right,  
    input arith,  
    output reg [31:0] shifted  
    );
    always @* begin
        if (!right) begin  
            shifted = d << shamt;
        end else if (!arith) begin  
            shifted = d >> shamt;
        end else begin  
            shifted = $signed(d) >>> shamt;
        end
    end
endmodule
### /design/flow/run.sh
#!/bin/bash
# OpenROAD 26Q1-2900-gdf79404cd8, Yosys 0.63+post, stock flow scripts
make -C /OpenROAD-flow-scripts/flow DESIGN_CONFIG=/design/flow/config.mk WORK_HOME=/design/flow/orfs finish
==> run summary <==
top post-synthesis cells by count = mux4_2, nor2_1, nand2_1, mux2i_1, clkbuf_1
fillcell total = 1,285
Setup crit end kind = output port
Final Slew Violations = 0
Tot GR Track Use = 24.1%
min cycle time layout = 5.23 ns
Hold WS = 3.38 ns
CP most frequent cell = clkdlybuf4s50_1
initial core utilization = 30.9%
Die Wd = 116 um
Die Ht = 116 um
Port Buf Inserts = 71
total grt overflow = 0
first-pass GRT wire length = 24,000 um
Iteration-0 DRC Markers = 329
Largest cells by area = mux4_2, mux2i_1, mux2_2, nor2_1, nand2_1
I/O pins = 71
Flop area = 0 um2
crit-path cells = clkdlybuf4s50_1 -> nand2_1 -> mux2_2 -> mux4_2 -> o22a_1 -> o21ai_1 -> clkdlybuf4s50_1
Worst-Margin Slew = 0.775 ns
Setup Fix Bufs, Post-CTS = 0
slowest stage cell, crit path = clkdlybuf4s50_1
Synth Area per Inst = 8.34 um2
Comb power frac = 100.0%
synthesized instance count = 470
number of vias per cell = 6.48
setup TNS = 0 ns
Log Warnings = 32
Post-DP HPWL = 11,700 um
max-cap check violation count = 0
Synth Seq Share = 0%
Area Growth Syn to Fin = 18.7%
total number of vias = 4,338
clock buffers = 0
Slew headroom = 48.3%
post_cts resized = 0
CP Max Fanout = 21
Switching Fraction = 51.1%
CP Class = input port to output port
Max Freq = 191 MHz
Pwr Density = 99.0 mW/mm2
row count = 41
switching pwr = 0.236 mW
Worst Path Required = 4.72 ns
layout cells sized above 1 = 21.9%
Place WS = 0.667 ns
Pint = 0.225 mW
hold_buf cts = 0
Seq pwr share = 0%
DRT Pass-1 Iters = 7
RSZ-0062 raised after global routing = no
ys cells = 470
CP Launch Type = input port
yosys stat chip area = 0.00392 mm2
vias in the first global route = 4,145
setup violators final = 0
Critical Path AT = 4.05 ns
Inserted Diodes = 0
post-layout util = 36.7%
layout sequential cell count = 0
Antenna Violating Nets Remaining = 0
leakage = 1.60 nW
RePlAce Congestion = 0.994
Max VDD drop = 0.0432 mV
die area = 0.0135 mm2
Synth area leader = mux4_2
run status = finished, final reports clean
period utilisation layout = 88.6%
DR WL/cell = 23.0 um
Min-Delay Path Class = input port to output port
Netlist cell types = 55
Top cell area share = 36.8%
clock power share = 0%
YS warnings = 1
Final Hold Viols = 0
slowest stage delay, CP = 0.90 ns
Core Region = 0.0127 mm2
drt total wl = 15,400 um
largest net degree at the start of global routing = 67
initial antenna violation count = 0
slack of the critical path = 0.674 ns
Mapped Area = 0.00392 mm2
drc violations = 0
## final cells by class
type,count,area [um2],share of cell area [%]
Multi-Input combinational cell,409,3630,78.1
Timing Repair Buffer,83,786,16.9
Tap cell,172,215,4.63
Inverter,5,18.8,0.403
## power by group through the flow
stage / clock [mW] / sequential, mW / combinational [mW]
CTS: 0 / 0 / 0.453
global route: 0 / 0 / 0.494
finish: 0 / 0 / 0.461
## critical path, delay by kind of cell
kind | cells | cell delay, ns
buf+inv | 2 | 1.38
mux | 2 | 0.86
simple gates | 1 | 0.36
compound gates | 2 | 0.27
## through the flow
step	power (mW)	instance area, um2	cells
global route	0.494	4650	669
floorplan	0.279	3920	470
global placement	0.452	4650	669
detailed placement	0.451	4650	669
finish	0.461	4650	669
CTS	0.453	4650	669
## worst paths after layout
kind	from	end	slack (ns)	depth (start not counted)
max	arith	shifted[18]	0.67	7
min	right	shifted[20]	3.38	4
## layer usage
layer  track usage (%)  vias up  share of wire [%]  routed length [um]
li1                  -     1928                  -                   -
met1              36.1     2066                 41                6380
met2              34.3      317                 43                6570
met3              7.14       27                 13                1950
met4              7.01        0                3.1                 475
met5                 0        -                  0                   0
## kinds of logic (layout without fill, tap and decap cells)
group	count (synthesis)	count (layout)	share of synthesized area (%)
mux	122	122	52.4
buf+inv	61	88	7.34
simple gates	169	169	18.9
compound gates	118	118	21.4
## placed cells by master, fill, tap and decap left out, types with 11 or more instances in the layout
cell type	Yosys	final
mux2_2	22	22
nor2_1	64	64
nor3_1	17	17
o21ai_0	14	14
nand2_1	50	50
buf_4	6	14
a21oi_1	18	18
mux4_2	64	64
mux2i_1	35	35
clkdlybuf4s50_1	0	67
o211ai_1	11	11
No activity file was given, so power comes from the tool's default toggle rates.
